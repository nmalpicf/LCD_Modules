<file path="flow/run.sh">
#!/bin/bash
# OpenROAD 26Q1-2900-gdf79404cd8, Yosys 0.63+post, stock flow scripts
make -C /OpenROAD-flow-scripts/flow DESIGN_CONFIG=/design/flow/config.mk WORK_HOME=/design/flow/orfs finish
</file>
<file path="flow/config.mk">
export PLATFORM = sky130hd
export DESIGN_NAME = Main
export DESIGN_NICKNAME = Main
export VERILOG_FILES = /design/flow/design.v
export SDC_FILE = /design/flow/constraint.sdc
export NUM_CORES = 4
export LEC_CHECK = 1
export CORE_AREA = 10 10 100 100
export DIE_AREA = 0 0 110 110
</file>
<file path="flow/constraint.sdc">
current_design Main

set clk_period 3.8
set clk_io_pct 0.2

create_clock -name clk0 -period $clk_period [get_ports {Clk}]

set non_clock_inputs [all_inputs -no_clocks]
set_input_delay [expr $clk_period * $clk_io_pct] -clock clk0 $non_clock_inputs
set_output_delay [expr $clk_period * $clk_io_pct] -clock clk0 [all_outputs]
</file>
<file path="flow/design.v">
module Main(
    input Clk,
    input Reset,
    input Mostrar,
    input Cuenta,
    output [7:0] DatoLCD,
    output Linea2,
    output Lista,
    output WrittenLCD
    );
parameter [7:0] 	 A=8'b 0100_0001, a=8'b 0110_0001,
			 B=8'b 0100_0010, b=8'b	0110_0010,
			 C=8'b 0100_0011, c=8'b 0110_0011,
			 D=8'b 0100_0100, d=8'b 0110_0100,
			 E=8'b 0100_0101, e=8'b 0110_0101,
			 F=8'b 0100_0110, f=8'b 0110_0110,
			 G=8'b 0100_0111, g=8'b 0110_0111,
			 H=8'b 0100_1000, h=8'b 0110_1000,
			 I=8'b 0100_1001, i=8'b 0110_1001,
			 J=8'b 0100_1010, j=8'b 0110_1010,
			 K=8'b 0100_1011, k=8'b 0110_1011,
			 L=8'b 0100_1100, l=8'b 0110_1100,
			 M=8'b 0100_1101, m=8'b 0110_1101,
			 N=8'b 0100_1110, n=8'b 0110_1110,
			 O=8'b 0100_1111, o=8'b 0110_1111,
			 P=8'b 0101_0000, p=8'b 0111_0000,
			 Q=8'b 0101_0001, q=8'b 0111_0001,
			 R=8'b 0101_0010, r=8'b 0111_0010,
			 S=8'b 0101_0011, s=8'b 0111_0011,
			 T=8'b 0101_0100, t=8'b 0111_0100,
			 U=8'b 0101_0101, u=8'b 0111_0101,
			 V=8'b 0101_0110, v=8'b 0111_0110,
			 W=8'b 0101_0111, w=8'b 0111_0111,
			 X=8'b 0101_1000, x=8'b 0111_1000,
			 Y=8'b 0101_1001, y=8'b 0111_1001,
			 Z=8'b 0101_1010, z=8'b 0111_1010,
			 ESPACIO=8'b 0010_0000, 
           		 END_MESSAGE=8'b 0000_0000,
			 CERO=8'b 0011_0000, UNO=8'b 0011_0001, DOS=8'b 0011_0010,
			 TRES=8'b 0011_0011, CUATRO=8'b 0011_0100, CINCO=8'b 0011_0101,
			 SEIS=8'b 0011_0110, SIETE=8'b 0011_0111, OCHO=8'b 0011_1000,
			 NUEVE=8'b 0011_1001, sig=8'b 0001_1000,	
			 shift_line=8'b 1100_0000, 
           		 signo_pesos=8'b 0010_0100, 
           		 signo_admiracion=8'b 0010_0001,
			 dos_puntos=8'b 0011_1010;
			 parameter [5:0] Inicio = 0;
			 parameter [5:0] Char1_1 = 1;
			 parameter [5:0] Char1_2 = 2;
			 parameter [5:0] Char1_3 = 3;
			 parameter [5:0] Char1_4 = 4;
			 parameter [5:0] Char1_5 = 5;
			 parameter [5:0] Char1_6 = 6;
			 parameter [5:0] Char1_7 = 7;
			 parameter [5:0] Char1_8 = 8;
			 parameter [5:0] Char1_9 = 9;
			 parameter [5:0] Char1_10 = 10;
			 parameter [5:0] Char1_11 = 11;
			 parameter [5:0] Char1_12 = 12;
			 parameter [5:0] Char1_13 = 13;
			 parameter [5:0] Char1_14 = 14;
			 parameter [5:0] Char1_15 = 15;
			 parameter [5:0] Char1_16 = 16;
			 parameter [5:0] SiguienteLinea = 17;
			 parameter [5:0] Char2_1 = 18;
			 parameter [5:0] Char2_2 = 19;
			 parameter [5:0] Char2_3 = 20;
			 parameter [5:0] Char2_4 = 21;
			 parameter [5:0] Char2_5 = 22;
			 parameter [5:0] Char2_6 = 23;
			 parameter [5:0] Char2_7 = 24;
			 parameter [5:0] Char2_8 = 25;
			 parameter [5:0] Char2_9 = 26;
			 parameter [5:0] Char2_10 = 27;
			 parameter [5:0] Char2_11 = 28;
			 parameter [5:0] Char2_12 = 29;
			 parameter [5:0] Char2_13 = 30;
			 parameter [5:0] Char2_14 = 31;
			 parameter [5:0] Char2_15 = 32;
			 parameter [5:0] Char2_16 = 33;
			 parameter [5:0] Fin = 34;
reg [5:0] Siguiente, Actual;
always @ (negedge Clk) begin
       if (Reset) Actual <= Inicio;
	   else 
           Actual <= Siguiente;
       end
always @ (Mostrar, Actual, Cuenta) begin
       case (Actual)
	 Inicio:    if(Mostrar) Siguiente <= Char1_1;
		       else Siguiente <= Inicio;
	 Char1_1:   if(Cuenta == 1) Siguiente <= Char1_2;
		       else Siguiente <= Char1_1;
	 Char1_2:   if(Cuenta == 1) Siguiente <= Char1_3;
		       else Siguiente <= Char1_2;
	 Char1_3:   if(Cuenta == 1) Siguiente <= Char1_4;
		       else Siguiente <= Char1_3;
	 Char1_4:   if(Cuenta == 1) Siguiente <= Char1_5;
		       else Siguiente <= Char1_4;
	 Char1_5:   if(Cuenta == 1) Siguiente <= Char1_6;
		       else Siguiente <= Char1_5;
	 Char1_6:   if(Cuenta == 1) Siguiente <= Char1_7;
		       else Siguiente <= Char1_6;
	 Char1_7:   if(Cuenta == 1) Siguiente <= Char1_8;
		       else Siguiente <= Char1_7;
	 Char1_8:   if(Cuenta == 1) Siguiente <= Char1_9;
		       else Siguiente <= Char1_8;
	 Char1_9:   if(Cuenta == 1) Siguiente <= Char1_10;
		       else Siguiente <= Char1_9;
	 Char1_10:  if(Cuenta == 1) Siguiente <= Char1_11;
		       else Siguiente <= Char1_10;
	 Char1_11:  if(Cuenta == 1) Siguiente <= Char1_12;
		       else Siguiente <= Char1_11;
	 Char1_12:  if(Cuenta == 1) Siguiente <= Char1_13;
		       else Siguiente <= Char1_12;
	 Char1_13:  if(Cuenta == 1) Siguiente <= Char1_14;
		       else Siguiente <= Char1_13;
	 Char1_14:  if(Cuenta == 1) Siguiente <= Char1_15;
		       else Siguiente <= Char1_14;
	 Char1_15:  if(Cuenta == 1) Siguiente <= Char1_16;
		       else Siguiente <= Char1_15;
	 Char1_16:  if(Cuenta == 1) Siguiente <= SiguienteLinea;
		       else Siguiente <= Char1_16;
	 SiguienteLinea: if(Cuenta == 1) Siguiente <= Char2_1;
			    else Siguiente <= SiguienteLinea;
	 Char2_1:   if(Cuenta == 1) Siguiente <= Char2_2;
		       else Siguiente <= Char2_1;
	 Char2_2:   if(Cuenta == 1) Siguiente <= Char2_3;
		       else Siguiente <= Char2_2;
	 Char2_3:   if(Cuenta == 1) Siguiente <= Char2_4;
		       else Siguiente <= Char2_3;
	 Char2_4:   if(Cuenta == 1) Siguiente <= Char2_5;
		       else Siguiente <= Char2_4;
	 Char2_5:   if(Cuenta == 1) Siguiente <= Char2_6;
		       else Siguiente <= Char2_5;
	 Char2_6:   if(Cuenta == 1) Siguiente <= Char2_7;
		       else Siguiente <= Char2_6;
	 Char2_7:   if(Cuenta == 1) Siguiente <= Char2_8;
		       else Siguiente <= Char2_7;
	 Char2_8:   if(Cuenta == 1) Siguiente <= Char2_9;
		       else Siguiente <= Char2_8;
	 Char2_9:   if(Cuenta == 1) Siguiente <= Char2_10;
		       else Siguiente <= Char2_9;
	 Char2_10:  if(Cuenta == 1) Siguiente <= Char2_11;
		       else Siguiente <= Char2_10;
	 Char2_11:  if(Cuenta == 1) Siguiente <= Char2_12;
		       else Siguiente <= Char2_11;
	 Char2_12:  if(Cuenta == 1) Siguiente <= Char2_13;
		       else Siguiente <= Char2_12;
	 Char2_13:  if(Cuenta == 1) Siguiente <= Char2_14;
		       else Siguiente <= Char2_13;
	 Char2_14:  if(Cuenta == 1) Siguiente <= Char2_15;
		       else Siguiente <= Char2_14;
	 Char2_15:  if(Cuenta == 1) Siguiente <= Char2_16;
		       else Siguiente <= Char2_15;
	 Char2_16:  if(Cuenta == 1) Siguiente <= Fin;
		       else Siguiente <= Char2_16;		
         Fin:       Siguiente <= Lista;
       endcase
end
assign DatoLCD =          (Actual == Char1_1) ? P : 
			  (Actual == Char1_2) ? E : 
			  (Actual == Char1_3) ? S : 
			  (Actual == Char1_4) ? O : 
			  (Actual == Char1_5) ? ESPACIO : 
			  (Actual == Char1_6) ? P : 
			  (Actual == Char1_7) ? R : 
			  (Actual == Char1_8) ? E : 
			  (Actual == Char1_9) ? C : 
			  (Actual == Char1_10) ? I : 
			  (Actual == Char1_11) ? O : 
			  (Actual == Char1_12) ? ESPACIO : 
			  (Actual == Char1_13) ? I : 
			  (Actual == Char1_14) ? D : 
			  (Actual == Char1_15) ? ESPACIO : 
			  (Actual == Char1_16) ? M :
      			  (Actual == SiguienteLinea) ? 8'h40: 
			  (Actual == Char2_1) ? UNO: 
			  (Actual == Char2_2) ? DOS: 
			  (Actual == Char2_3) ? TRES: 
			  (Actual == Char2_4) ? CUATRO: 
			  (Actual == Char2_5) ? CINCO: 
			  (Actual == Char2_6) ? SEIS: 
			  (Actual == Char2_7) ? UNO: 
			  (Actual == Char2_8) ? DOS: 
			  (Actual == Char2_9) ? TRES: 
			  (Actual == Char2_10) ? CUATRO: 
			  (Actual == Char2_11) ? CINCO: 
			  (Actual == Char2_12) ? SEIS: 
			  (Actual == Char2_13) ? UNO: 
			  (Actual == Char2_14) ? DOS: 
			  (Actual == Char2_15) ? TRES: 
			  (Actual == Char2_16) ? CUATRO:8'h10; 
assign Linea2 =           (Actual == SiguienteLinea) ? 1'b1 : 1'b0;
assign Lista = 		  (Actual == Char1_1) ? 1'b1 : 
			  (Actual == Char1_2) ? 1'b1: 
			  (Actual == Char1_3) ? 1'b1 : 
			  (Actual == Char1_4) ? 1'b1 : 
			  (Actual == Char1_5) ? 1'b1 : 
			  (Actual == Char1_6) ? 1'b1 : 
			  (Actual == Char1_7) ? 1'b1 : 
			  (Actual == Char1_8) ? 1'b1 : 
			  (Actual == Char1_9) ? 1'b1 : 
			  (Actual == Char1_10) ? 1'b1 : 
			  (Actual == Char1_11) ? 1'b1 : 
			  (Actual == Char1_12) ? 1'b1 : 
			  (Actual == Char1_13) ? 1'b1 : 
			  (Actual == Char1_14) ? 1'b1 : 
			  (Actual == Char1_15) ? 1'b1 : 
			  (Actual == Char1_15) ? 1'b1 : 
			  (Actual == Char2_1) ? 1'b1 : 
			  (Actual == Char2_2) ? 1'b1 : 
			  (Actual == Char2_3) ? 1'b1 : 
			  (Actual == Char2_4) ? 1'b1 :
			  (Actual == Char2_5) ? 1'b1 : 
			  (Actual == Char2_6) ? 1'b1 :
			  (Actual == Char2_7) ? 1'b1 :
			  (Actual == Char2_8) ? 1'b1 : 
			  (Actual == Char2_9) ? 1'b1 : 
			  (Actual == Char2_10) ? 1'b1 : 	  
			  (Actual == Char2_11) ? 1'b1 : 
			  (Actual == Char2_12) ? 1'b1 :
			  (Actual == Char2_13) ? 1'b1 : 
			  (Actual == Char2_14) ? 1'b1 :
			  (Actual == Char2_15) ? 1'b1 :
			  (Actual == Char2_16) ? 1'b1 : 1'b0;
assign WrittenLCD =       (Actual == Fin) ? 1'b1 : 1'b0;
endmodule
</file>
==> out/results.tsv <==
stage	metric	value	unit
run_status	outcome	complete, but fails checks	
run_status	failing checks	setup timing	
drt	via count	1029	
pwr	VDD IR-drop max	72.97	uV
drt	First DRT Iteration DRCs	75	
logic_synthesis	most frequent cells after synthesis	nor2b_1 (10), nor2_1 (8), o21ai_0 (8)	
pwr	sw frac	24.58	%
placed_design	placed insts	246	
worst_setup_path	crit-path max FO	2	
pwr	sw power	50.38	uW
pwr	clock network power share	57.0	%
global_route	overflow left after global routing	0	
pwr	Comb pwr share	11.7	%
placed_design	# port buffers	13	
clocking	CTS tree	yes	
logic_synthesis	Top cells by area	dfxtp_1 (13%), dlxtn_1 (10%), nor2b_1 (7.0%), clkbuf_8 (4.6%), o21ai_0 (4.5%)	
global_route	vias in the first global route	948	
run	max cap viols	0	
pwr	Seq pwr share	31.3	%
worst_setup_path	Setup CP Type	reg -> out	
timing	Final setup viols	10	
final_layout	fin area	1648	sq um
timing	setup_tns	-4.938	ns
worst_setup_path	Startpoint Class	register	
timing	count of unclocked register or latch pins	6	
placed_design	Final HPWL DP	1810	microns
worst_setup_path	element type at the critical path end	primary output	
final_layout	Synth-to-Final Area Change	83.17	%
global_route	global-route wire length before repair	4602	microns
die	FP Util	11.52	%
logic_synthesis	Unique cell types	43	
clocking	Root Driver	clkbuf_8	
logic_synthesis	Mapped Cells	119	
drt	Routed Antenna Nets	0	
clocking	CTS Buf Count	3	
placed_design	Placed Area	1276	sq um
clocking	CTS Buffer Depth	2	
timing	endpoints left unconstrained	6	
logic_synthesis	Post-synth ARST share	0	%
drt	Initial DRT Pass Iterations	4	
run	Log Warnings	34	
clocking	# H-tree levels	1	
die	Die Ht	110	microns
worst_hold_path	Hold/Removal Path Class	in -> reg	
timing	RSZ-0062 raised after global routing	yes	
logic_synthesis	Chip Area, Yosys	899.6	sq um
pwr	power per standard cell area	124.4	nW/um^2
placed_design	worst slack, placed	-0.6694	ns
logic_synthesis	Mean Syn Cell Area	7.560	sq um
logic_synthesis	yosys cell count	119	
timing	final hold viol count	0	
timing	Max Transition Viols Final	0	
die	num rows	32	
timing	final worst slack	-0.6397	ns
logic_synthesis	most common cell in the netlist	nor2b_1	
global_route	initial antenna violation count	0	
logic_synthesis	Dominant cell area share	13.35	%
global_route	Total Routing Usage GR	4.596	%
pwr	Static Leak	0.0007071	uW
pwr	Int Pwr	154.6	uW
logic_synthesis	Commonest flop	dlxtn_1	
logic_synthesis	area leader, netlist	dfxtp_1	
placed_design	Placer Congestion	0.8057	
logic_synthesis	yosys warns	1	
die	total core area	7807	sq um
final_layout	non-filler cells in the finished layout	275	
die	Die W	110	microns
logic_synthesis	Flops after synth	12	
logic_synthesis	EDFF count, synth	0	
drt	n_diodes	0	
drt	vias per cell	3.742	
worst_setup_path	data arrival time of the worst path	3.68	ns
drt	wirelength, routed	2949	microns
logic_synthesis	Synth Cell Area	899.6	sq um
final_layout	Filler cells	830	
die	Die Size	12100	sq um
final_layout	Core Util, Final	21.11	%
drt	WL per Instance	10.72	microns
clocking	Clock Pin Slew Worst Setup and Hold Paths	0.03	ns
die	I/O pin total	15	
final_layout	layout cell share with drive strength beyond 1	52.02	%
worst_setup_path	worst path required time	3.04	ns
drt	DRC	0	
global_route	largest net degree at the start of global routing	21	
-- final timing paths --
kind,slack (ns),startpoint,endpoint,cells past startpoint
worst min-delay path,3.05,Reset,Actual[2]$_SDFF_NP0_,2
worst max-delay path,-0.64,Actual[4]$_SDFF_NP0_,DatoLCD[1],5
-- flip-flops by register name (all words and copies together), names as in the netlist --
| name | count |
|---|---|
| Actual | 6 |
| Siguiente | 6 |
-- cell families after synthesis --
| family | after synthesis | share of synthesized area (%) |
|---|---|---|
| AND/OR/NAND/NOR | 54 | 36.30 |
| AND-OR/OR-AND | 30 | 22.12 |
| buffers and inverters | 15 | 10.99 |
| XOR/XNOR | 7 | 6.815 |
| flip-flops | 6 | 13.35 |
| latches | 6 | 10.01 |
| other | 1 | 0.4168 |
-- power groups by stage --
stage	Sequential, uW	Combinational [uW]	Clock (uW)
after CTS	64.1	23.9	121
after global routing	64.1	26.4	128
final	64.2	24.0	117
-- area by class of cell --
class                      instances  area [sq um]  share of cell area [%]
clock buffer                       3         41.29                   2.506
sequential                        12         221.5                   13.44
clock inverter                     6         22.52                   1.367
inverter                           1         6.256                  0.3797
tap                              102         127.6                   7.745
multi-input combinational         92         715.7                   43.43
timing repair buffer              59         513.0                   31.13
-- worst max-delay path: stages, from the launching register on --
cell and delay [ns]:
dfxtp_2 0.31, or4b_4 0.54, or3_4 0.35, buf_6 0.13, o21ai_2 0.04, buf_2 0.12
-- cell usage in the layout (no fill, tap or decap), types with 3 or more instances in the layout --
master,instances
buf_4,27
buf_6,16
buf_2,10
nor2b_1,9
nor2_1,7
dlxtn_1,6
inv_1,6
nand2b_4,5
o21ai_0,5
nand2_1,5
xnor2_1,4
nand3_1,4
clkdlybuf4s50_1,4
dfxtp_2,3
or3_4,3
and3_1,3
o22ai_1,3
xor2_1,3
a21oi_2,3
a21oi_1,3
clkbuf_8,3
-- repair_timing --
action,4_1_cts,5_1_grt
gates cloned,1,0
endpoints found under the setup margin,10,10
pin swaps,13,7
hold buffers,0,0
gates resized,68,13
setup buffers,17,7
-- metal layers --
| metal | global-route usage [%] | wire length, microns | share of wire (%) |
|---|---|---|---|
| met5 | 0 | 0 | 0 |
| met3 | 1.175 | 187 | 6.3 |
| met2 | 7.113 | 1347 | 46 |
| met4 | 1.115 | 49 | 1.7 |
| met1 | 6.265 | 1363 | 46 |
-- per-stage QoR --
step | hold slack (ns) | total power [uW]
6_report | 3.051 | 205.0
5_1_grt | 3.086 | 218.4
4_1_cts | 3.058 | 209.4
3_5_place_dp | 3.349 | 97.99
3_3_place_gp | 3.342 | 98.07
2_1_floorplan | 2.724 | 87.90
Power is estimated from default activity; no workload was simulated.
