==> design.v <==
module Init(
    input Clk,
    input Reset,
    input Cuenta,
    input Comenzar,
    output [7:0] DatoInit,
    output Init,
    output DoneInit
    );
	 parameter [3:0] Encender    = 0;
	 parameter [3:0] Hex38       = 1;
	 parameter [3:0] Hex38_1     = 2;
	 parameter [3:0] Hex38_2     = 3;
   	 parameter [3:0] Hex38_3     = 4;
	 parameter [3:0] Hex30       = 5;
	 parameter [3:0] Hex8        = 6;
	 parameter [3:0] Hex06       = 7;
	 parameter [3:0] Hex01       = 8;
	 parameter [3:0] Hex80       = 9;
	 parameter [3:0] Hex0F       = 10;
	 parameter [3:0] Iniciohecho = 11;
reg [3:0] EstadoActual, EstadoSiguiente;
always @ (negedge Clk) begin
       if (Reset) EstadoActual <= Encender;
	   else 
           EstadoActual <= EstadoSiguiente;
       end
always @ (*) begin
       case (EstadoActual)
	 Encender:   if (Comenzar) EstadoSiguiente <= Hex38;	           
			 else EstadoSiguiente <= Encender;
	 Hex38:	     if (Cuenta && !Reset ) EstadoSiguiente <= Hex38_1;	   
			 else EstadoSiguiente <= Hex38; 
	 Hex38_1:    if (Cuenta && !Reset ) EstadoSiguiente <= Hex38_2;	   
			 else EstadoSiguiente <= Hex38_1; 
	 Hex38_2:    if (Cuenta && !Reset ) EstadoSiguiente <= Hex38_3;	   
			 else EstadoSiguiente <= Hex38_2;
	 Hex38_3:    if (Cuenta && !Reset ) EstadoSiguiente <= Hex30;	   
			 else EstadoSiguiente <= Hex38_3;
	 Hex30:	     if (Cuenta && !Reset ) EstadoSiguiente <= Hex8;	   
			 else EstadoSiguiente <= Hex30; 
	 Hex8:	     if (Cuenta && !Reset ) EstadoSiguiente <= Hex06;	   
			 else EstadoSiguiente <= Hex8; 
	 Hex06:	     if (Cuenta && !Reset) EstadoSiguiente <= Hex01;	   
			 else EstadoSiguiente <= Hex06; 
	 Hex01:	     if (Cuenta && !Reset) EstadoSiguiente <= Hex80;	   
			 else EstadoSiguiente <= Hex01; 
	 Hex80:	     if (Cuenta && !Reset) EstadoSiguiente <= Hex0F;       
			 else EstadoSiguiente <= Hex80;
	 Hex0F:	     if (Cuenta && !Reset) EstadoSiguiente <= Iniciohecho; 
			 else EstadoSiguiente <= Hex0F;
	 Iniciohecho:	 EstadoSiguiente <= Iniciohecho;
	 endcase
	 end
	assign DatoInit = (EstadoActual == Hex38) ? 8'h38 : 
							 (EstadoActual == Hex38_1) ? 8'h38 :
							 (EstadoActual == Hex38_2) ? 8'h38 :
                          (EstadoActual == Hex38_3) ? 8'h38 :
							 (EstadoActual == Hex30) ? 8'h30 :
							 (EstadoActual == Hex8) ? 8'h8 :
						         (EstadoActual == Hex06) ? 8'h06 : 
						         (EstadoActual == Hex01) ? 8'h01 :  
						         (EstadoActual == Hex80) ? 8'h80 : 
						         (EstadoActual == Hex0F) ? 8'h0F : 8'h00;  
        assign Init = (EstadoActual == Hex38) ? 1'b1 : 
						         (EstadoActual == Hex38_1) ? 1'b1 :
                      (EstadoActual == Hex38_2) ? 1'b1 :
                      (EstadoActual == Hex38_3) ? 1'b1 :
						         (EstadoActual == Hex30) ? 1'b1 :
						         (EstadoActual == Hex8) ? 1'b1 : 
						         (EstadoActual == Hex06) ? 1'b1 : 
						         (EstadoActual == Hex01) ? 1'b1 :
						         (EstadoActual == Hex80) ? 1'b1 : 
						         (EstadoActual == Hex0F) ? 1'b1 :1'b0;
	 assign DoneInit = (EstadoActual == Hex38) ? 1'b0 : 
						         (EstadoActual == Hex38_1) ? 1'b0 : 
                           (EstadoActual == Hex38_2) ? 1'b0 :
                           (EstadoActual == Hex38_3) ? 1'b0 : 
							 (EstadoActual == Hex30) ? 1'b0 :
							 (EstadoActual == Hex8) ? 1'b0 :
						         (EstadoActual == Hex06) ? 1'b0 :
						         (EstadoActual == Hex01) ? 1'b0 : 
						         (EstadoActual == Hex80) ? 1'b0 : 
						         (EstadoActual == Hex0F) ? 1'b0 : 
                           (EstadoActual == Iniciohecho) ? 1'b1 : 1'b0;
endmodule
==> run.sh <==
#!/bin/bash
# OpenROAD 26Q1-2900-gdf79404cd8, Yosys 0.63+post, stock flow scripts
make -C /OpenROAD-flow-scripts/flow DESIGN_CONFIG=/design/flow/config.mk WORK_HOME=/design/flow/orfs finish
==> config.mk <==
export PLATFORM = sky130hd
export DESIGN_NAME = Init
export DESIGN_NICKNAME = Init
export VERILOG_FILES = /design/flow/design.v
export SDC_FILE = /design/flow/constraint.sdc
export NUM_CORES = 4
export LEC_CHECK = 1
export CORE_AREA = 10 10 73 73
export DIE_AREA = 0 0 83 83
==> constraint.sdc <==
current_design Init

set clk_period 1.9
set clk_io_pct 0.2

create_clock -name clk0 -period $clk_period [get_ports {Clk}]

set non_clock_inputs [all_inputs -no_clocks]
set_input_delay [expr $clk_period * $clk_io_pct] -clock clk0 $non_clock_inputs
set_output_delay [expr $clk_period * $clk_io_pct] -clock clk0 [all_outputs]
==> ci_impl_report.md <==
### Yosys + OpenROAD results

| Metric | Value |
|---|---|
| Fp_density | 11.6% |
| Endpoints left unconstrained | 4 |
| Cell type group with the largest total delay on the critical path | flip-flops |
| Wire length of the first global-routing pass | 2.09 mm |
| Synthesized-area fraction occupied by ao, oa, aoi and oai cells | 16.1% |
| Cts bufs inserted | 3 |
| Final weighted congestion in routability-driven placement | 0.753 |
| Post-placement cell count | 118 |
| Placed Instance Area | 662 sq um |
| Kind of path behind the tightest hold check | input pin to flip-flop |
| Maximum number of pins on one net before global-route repair | 8 |
| Number of top-level pins | 14 |
| Vias in the first global route | 499 |
| End of the worst hold path | EstadoActual[2]$_SDFF_NP0_ |
| Synthesized chip area reported by yosys | 435 sq um |
| Total detailed-routing wirelength | 1.29 mm |
| Crit start category | flip-flop |
| Residual DRC | 0 |
| Die outline width | 83 um |
| OpenROAD warning count | 32 |
| CP Cell Sequence | nand2b_4 -> buf_6 -> mux2i_1 -> and2_4 -> buf_2 |
| Post-DP HPWL | 843 um |
| Critical path buffers and inverters | 2 |
| Floorplan die area | 6890 sq um |
| Crit path capture type | output pin |
| Count of buffers from port buffering | 12 |
| Peak fanout along the critical path | 5 |
| Antenna violation net count after detailed routing | 0 |
| Mean instance size in the synthesized netlist | 8.06 sq um |
| Origin of the worst min-delay path | Reset |
| Routed wire per std cell | 9.72 um |
| Parity-gate share of the synthesized area counting xor and xnor cells | 2.01% |
| RSZ-0062 raised after global routing | yes |
| Maximum Capacitance Violations | 0 |
| Violations in the final reports | negative setup slack |
| # rows | 22 |
| Number of antenna violations at the first check in global routing | 0 |
| Post-synthesis cell count | 54 |
| Netlist Area Pre-Place | 435 sq um |
| Layout Area Growth over Synthesis | 89.7% |
| Slowest-stage cell, CP | dfxtp_4 |
| Final instance count without filler cells | 133 |
| Worst setup slack after layout | -700 ps |
| Basic Gates by Area | 34.8% |
| Iter 0 DRT Violations | 12 |
| Core Box Area | 3740 sq um |
| Startpoint-to-endpoint class of the critical path | flip-flop to output pin |
| Cell area power density | 401 nW/um^2 |
| Largest family of logic cells by area | simple AND/OR/NAND/NOR gates |
| Flops & latches, synth | 8 |
| Arrival time worst endpoint | 2220 ps |
| Synthesis Warnings | 1 |
| First-pass iteration count of the detailed router | 4 |
| Fraction of layout instances using a drive strength above 1 | 56.5% |
| Largest area contributor in the netlist | dfxtp_1 |
| Endpoints failing setup | 9 |
| Final TNS setup | -5740 ps |
| Clock edge transition at the registers on the reported setup and hold paths | 40 ps |
| Share of synthesized cell area in full adder, half adder and majority cells | 0% |
| Clock tree from TritonCTS | done |
| Total count of hold-check failures in the final report | 0 |
| Finished Cell Area | 826 sq um |
| H-tree depth | 1 |
| Number of register pins that no clock reaches | 4 |
| Top cells by area, synth | dfxtp_1, dlxtn_1, nor2b_1 |
| Commonest cells after routing, fill and taps aside | buf_4, buf_2, buf_6 |
| Clk root buf | clkbuf_8 |
| Total count of max-transition violations in the final report | 0 |
| Final standard cell utilization of the core | 22.1% |
| Most instantiated logic cell after routing | buf_4 |
| Total overflow reported by the global router | 0 |
| Instance count along the most critical hold path | 2 |
| Via density per instance | 3.58 |
| Largest stage delay on the critical path | 350 ps |
| Share of synthesized area spent on multiplexers | 2.30% |
| Worst-case clock buffer depth | 2 |
| Critical Path RT | 1520 ps |
| Worst ir drop on vdd | 0.120 mV |
| Result of the run | complete, but fails checks |
| Die height | 83 um |
| Netlist cell types | 27 |
| Leakage component of the power | 0.364 nW |
| Vias after detailed routing | 476 |
| Area share of the largest cell type after synthesis | 18.4% |
| GRT Overall Usage | 3.45% |
| Number of diodes | 0 |
| Number of cells in Yosys stat | 54 |
-- through the flow --
stage	setup slack [ps]	power, mW	hold slack [ps]
global route	-757	0.353	1780
floorplan	-348	0.119	1390
CTS	-695	0.334	1750
finish	-700	0.331	1730
global placement	-754	0.134	2030
detailed placement	-806	0.134	2040
-- synthesized netlist by cell type, drive strengths merged --
cell type and count:
clkbuf 1, dfxtp 4, nor3 1, nand3b 2, nand4b 1, buf 6, nand2b 4, dlxtn 4
nor3b 3, or2 1, nor2b 5, conb 1, a211oi 2, xor2 1, o21ai 2, nor2 5
a2111oi 1, a21o 1, and2 2, o31ai 1, inv 1, mux2i 1, nand2 1, a21oi 3
-- flip-flops by register name, indices dropped and copies added (netlist names) --
| signal | count |
|---|---|
| EstadoActual | 4 |
| EstadoSiguiente | 4 |
-- kinds of logic after synthesis --
family / Yosys count
AND/OR/NAND/NOR: 25
AND-OR/OR-AND: 10
buffers and inverters: 8
flip-flops: 4
latches: 4
other: 1
XOR/XNOR: 1
multiplexers: 1
-- how the worst max path moves through the flow --
stage,startpoint,to,depth (start not counted)
6_report,EstadoActual[2]$_SDFF_NP0_,DatoInit[2],5
4_1_cts,EstadoActual[2]$_SDFF_NP0_,DatoInit[1],5
5_1_grt,EstadoActual[2]$_SDFF_NP0_,DatoInit[1],5
-- what timing repair did --
action                     CTS  global route
pin swaps                    8             4
hold buffers                 0             0
buffers inserted             9             1
setup endpoints to repair    9             9
resized                     48             4
-- per-layer routing --
metal	routed length [um]	share of wire, %	track usage [%]
met2	593	46	5.17
met3	46	3.6	0.787
met1	612	47	4.34
met5	0	0	0
met4	42	3.2	2.15
-- report_power, final --
group | leakage (nW) | internal, mW | switching, mW
sequential | 0.0664 | 0.0822 | 0.00119
clock | 0.0429 | 0.147 | 0.0685
combinational | 0.255 | 0.0195 | 0.0126
total | 0.364 | 0.249 | 0.0824
-- cell type report --
cell class / count / area (sq um)
repair buffers: 32 / 251
well taps: 48 / 60.1
multi-input cells: 38 / 305
clock inverters: 4 / 15.0
fillers: 407 / 2920
flip-flops and latches: 8 / 153
clock buffers: 3 / 41.3
Power and IR drop assume default switching activity.
