===== /design/flow/design.v =====
module Display(
    input Clk,
    input Reset,
    input [7:0] DatoInit,
    input [7:0] DatoLCD,
    input Ejecutar,
    input Init,
    input DoneInit,
    input Linea2,
    input Lista,
    input WrittenLCD,
    input Cuenta,
    output reg RS,
    output reg RW,
    output reg [7:0] DB,
    output reg InitEscrito,
    output reg CaracterEscrito
    );
   parameter M = 55;         
   reg [6:0] Timer;         
   reg Number;       
	 parameter [2:0] Iniciar        = 0;
	 parameter [2:0] EscribirDato   = 1;
	 parameter [2:0] EscribirChar   = 2;
	 parameter [2:0] SegundaLinea   = 3;
   	 parameter [2:0] DatoEscrito    = 4;
	 parameter [2:0] CharEscrito    = 5;
	 parameter [2:0] EscrituraHecha = 6;
reg [2:0] EstadoActual, EstadoSiguiente;
always @ (negedge Clk) begin
       if (Reset) EstadoActual <= Iniciar;
	   else 
           EstadoActual <= EstadoSiguiente;
       end
always @ (*) begin  
       case (EstadoActual)
       Iniciar:	  	    if (Ejecutar && Init && !DoneInit) EstadoSiguiente <= EscribirDato; 
				else if (Ejecutar && Lista && DoneInit) EstadoSiguiente <= EscribirChar;
                                         else EstadoSiguiente <= Iniciar;
       EscribirDato:	    if (Number && Init && Ejecutar) EstadoSiguiente <= DatoEscrito;
                                else if (Number && Ejecutar && DoneInit) EstadoSiguiente <= EscrituraHecha;
                                         else EstadoSiguiente <= EscribirDato;
       EscribirChar:	    if (Number && Lista && !Linea2 && Ejecutar && !Cuenta ) EstadoSiguiente <= EscrituraHecha;
				else if (Linea2 && !Lista && Cuenta && Ejecutar && !Number) EstadoSiguiente <= SegundaLinea;
                                         else EstadoSiguiente <=  EscribirChar;
       SegundaLinea:        if (Number && Lista && !Linea2 && Ejecutar && !Cuenta ) EstadoSiguiente <= CharEscrito;
				else EstadoSiguiente <= SegundaLinea;   
       DatoEscrito:	    EstadoSiguiente <= Iniciar;
       CharEscrito:     EstadoSiguiente <= Iniciar;
       EscrituraHecha:  EstadoSiguiente <= Iniciar;
       endcase
end
always @ (*)
       case (EstadoActual)
	  Iniciar:begin
	  RS = 0;
	  RW = 0;
	  DB = 0;
	  InitEscrito = 0;
	  CaracterEscrito = 0;
	          end 
	  EscribirDato:begin
	  RS = 0;
	  RW = 0;
	  DB = DatoInit;
	  InitEscrito = 1;
	  CaracterEscrito = 0;
	                end
	  EscribirChar:begin
	  RS = 1;
	  RW = 0;
	  DB = DatoLCD;
	  InitEscrito = 0;
	  CaracterEscrito = 1;
	              end
	  SegundaLinea:begin
		RS = 0;
	  RW = 0;
	  DB = 8'h18;
	  InitEscrito = 0;
	  CaracterEscrito = 0;
	               end
	  DatoEscrito: begin
	  RS = 0;
	  RW = 0;
	  DB = 0;
	  InitEscrito = 1;
	  CaracterEscrito = 0;
	                 end
	  CharEscrito: begin
	  RS = 0;
	  RW = 0;
	  DB = 0;
	  InitEscrito = 0;
	  CaracterEscrito = 1;
	                 end
	  CharEscrito: begin
	  RS = 0;
	  RW = 0;
	  DB = 0;
	  InitEscrito = 0;
	  CaracterEscrito = 0;
          		 end
       endcase
always @ (posedge Clk) begin
       if (Reset) begin
           Timer <= 0;
           Number <= 0;
	   end else if (Timer == M) begin
               Timer <= 0;
               Number <= 1;
	       end else begin
                   Timer <= Timer + 1;
                   Number <= 0;
	       end
           end
endmodule

===== /design/flow/run.sh =====
#!/bin/bash
# OpenROAD 26Q1-2900-gdf79404cd8, Yosys 0.63+post, stock flow scripts
make -C /OpenROAD-flow-scripts/flow DESIGN_CONFIG=/design/flow/config.mk WORK_HOME=/design/flow/orfs finish

===== /design/flow/config.mk =====
export PLATFORM = sky130hd
export DESIGN_NAME = Display
export DESIGN_NICKNAME = Display
export VERILOG_FILES = /design/flow/design.v
export SDC_FILE = /design/flow/constraint.sdc
export NUM_CORES = 4
export LEC_CHECK = 1
export CORE_AREA = 10 10 82 82
export DIE_AREA = 0 0 92 92

===== /design/flow/constraint.sdc =====
current_design Display

set clk_period 1.6
set clk_io_pct 0.2

create_clock -name clk0 -period $clk_period [get_ports {Clk}]

set non_clock_inputs [all_inputs -no_clocks]
set_input_delay [expr $clk_period * $clk_io_pct] -clock clk0 $non_clock_inputs
set_output_delay [expr $clk_period * $clk_io_pct] -clock clk0 [all_outputs]

==> flow_summary.yaml <==
# synthesis and place-and-route metrics
status:
  status: "finished, final reports clean"
placement:
  dp_hpwl_mm: 1.71
  placedCellCount: 204
  place_area_um2: 1320
  io_buffer_count: 34
  placement.setup.worst_slack_ns: -0.253
  routabilityCongestion: 0.846
drt:
  drt_iter0_markers: 26
  routedWlPerCell_um: 11.0
  route.antenna.diode_count: 0
  routed-via-count: 813
  vias_per_cell: 3.87
  antenna_violating_nets_post_route: 0
  detailedRoute.firstPassIterationCount: 4
  drc: 0
  detail_route.wirelength_mm: 2.30
synthesis:
  synth-simple-area-share_pct: 27.1
  netlist_area_um2: 913
  ys.warnings.count: 1
  ys_top_logic_family: "simple AND/OR/NAND/NOR gates"
  synth.mux.area_fraction_pct: 0
  yosysChipArea_um2: 913
  fa_ha_area_share_pct: 1.37
  syn-mean-instance-area_um2: 8.70
  post_synth_xor_area_fraction_pct: 4.79
  distinct_cells_synth: 33
  post_synthesis_sequential_element_count: 25
  yosysCellCount: 105
  syn-instance-count: 105
  share_of_synthesized_cell_area_in_and_or_and_or_and_compound_cells_pct: 14.4
critical_path:
  critical_path.n_buffers_inverters: 1
  startpoint_class_of_the_critical_path: "input port"
  arrival_ns: 0.92
  crit-reg2reg-capture: "Timer[5]"
  critical-path-max-stage-delay_ns: 0.54
  required_ns: 0.98
  critical-path-slowest-cell: "sky130_fd_sc_hd__clkdlybuf4s50_1"
  worst-r2r-setup-slack_ns: 0.14
  path_depth: 2
  reg2reg_from: "Timer[0]"
  path_delay_family: "buffers and inverters"
  worst-setup-path-type: "in2reg"
  critPathCapture: "EstadoActual[2]"
  critical_path.max_fanout: 4
  reg2reg_depth: 5
  end_kind: "flip-flop"
  startpoint: "Reset"
  worstPathCellList: "clkdlybuf4s50_1, nor2b_1"
final_timing:
  hold_viol_final: 0
  unconstrained_endpoints: 25
  grt_setup_unrepaired: "no"
  clock-skew-final_ns: 0.00339
  fin_ws_ns: 0.0583
  timing_worst_slew_pin_value_ns: 0.583
  finalHoldWorstSlack_ns: 0.440
  slew-limit-headroom_pct: 61.1
  totalNegativeSetupSlack_ns: 0
  unclocked_pins: 14
  final_max_slew_viol_count: 0
  timing.final.setup_violations: 0
layout:
  area_growth_from_synthesis_to_layout_pct: 50.3
  layout-drive-gt1-share_pct: 5.71
  stdcell_count: 210
  post-route-cell-area_um2: 1370
min_path:
  min_path_cells: 1
  worst_hold_path_type: "reg2reg"
  worst_min_path_start: "Timer[0]"
job:
  openroad_warning_count: 29
  max-cap-violations: 0
floorplan:
  core_region_area_um2: 5070
  die_y_um: 92
  fp-row-count: 26
  pin_count: 37
  die-width_um: 92
  chipArea_um2: 8460
  initial_utilization_pct: 18.0
pwr:
  clock_power_share_pct: 43.4
  power_density_nw_per_um2: 497
  internal_power_uw: 528
  power.switching_uw: 154
  total_leakage_power_uw: 0.000538
  power_switching_share_pct: 22.6
  combPwrFrac_pct: 14.1
  irDropWorstVdd_mv: 0.599
  reg_power_share_pct: 42.6
grt:
  grt_first_pass_wirelength_mm: 3.84
  initial_antenna_violation_count: 0
  grt_start_max_net_pins: 18
  track_usage_pct: 5.36
  first_global_vias: 796
  globalRoute.totalOverflow: 0
clock_tree:
  post_cts_buffers: 0
  cts_htree_levels: 1
  cts-root-buf: "sky130_fd_sc_hd__clkbuf_8"
  post_cts_resize_count: 0
  clkLatencyLatePin_ns: 0.24
  tritoncts: "built"
  cts_made_buffers: 3
  path_clk_slew_ns: 0.05
  post_cts_hold_buffer_count: 0
  clock_tree.buffer_depth: 2
-- worst min path at each step --
stage / to
finish: Timer[0]
global route: Timer[0]
CTS: Timer[0]
-- cells in the mapped netlist (all sizes together) --
cell    instances  area, µm²
nor2           16       60.1
dlxtn          14        210
dfxtp          11        220
a22oi           6       45.0
nor2b           6       37.5
a21oi           5       25.0
nand3           5       30.0
inv             4       15.0
nand2           4       15.0
buf             3       17.5
clkbuf          3       11.3
nand4b          3       26.3
o21ai           3       15.0
xnor2           3       26.3
nand4           2       12.5
or3             2       13.8
xor2            2       17.5
a21boi          1       7.51
a21o            1       7.51
and2            1       6.26
conb            1       3.75
ha              1       12.5
nand2b          1       13.8
nor4b           1       8.76
nor4bb          1       10.0
o21bai          1       7.51
o22ai           1       6.26
o31a            1       8.76
o32ai           1       8.76
or4b            1       13.8
-- cell usage in the layout, fill, tap and decap left out, drive strengths merged, types with 4 or more instances in the layout --
cell type      Yosys  routed
nand3              5       5
nor2b              6       6
dlxtn             14      14
dfxtp             11      11
clkdlybuf4s50      0      34
nand2              4       4
inv                4       6
a22oi              6       6
nor2              16      16
a21oi              5       5
-- through the flow --
step,utilization (%),power (µW)
after CTS,27.0,694
after global placement,26.0,406
after detailed placement,26.0,407
final,27.0,682
after floorplan,-,338
after global routing,27.0,724
-- state kept, by name (all words and copies together), names as in the netlist --
name / count
EstadoActual: 3
EstadoSiguiente: 3
CaracterEscrito: 1
Number: 1
InitEscrito: 1
Timer: 7
DB: 8
RS: 1
-- worst reg2reg max path, delay by kind of cell, from the launching register on --
kind | cells | cell delay [ns]
AND/OR/NAND/NOR | 4 | 0.78
flip-flops | 1 | 0.34
adder cells (fa/ha/maj) | 1 | 0.23
-- kinds of logic after synthesis --
logic type,Yosys count
fa+ha+maj,1
xor+xnor,5
buf+inv,10
simple gates,43
compound gates,20
latches,14
flops,11
other cells,1
-- layout make-up --
type                            count  area, µm²
Fill cell                         552       3700
Multi-Input combinational cell     70        439
Sequential cell                    25        430
Timing Repair Buffer               35        348
Tap cell                           70       87.6
Clock buffer                        3       41.3
Clock inverter                      4       15.0
Inverter                            3       11.3
-- power groups by stage --
stage	combinational, µW	sequential, µW	clock (µW)
final	96.0	290	296
after global routing	107	291	327
after CTS	96.7	290	308
-- per-layer routing --
metal  wire length (µm)  GRT usage [%]  vias up
met2                828           7.35       30
met1               1310           8.24      351
met3                158           1.81        2
met5                  0              0        -
met4                 11          0.386        0
li1                   -              -      430
No activity file was given, so power comes from the tool's default toggle rates.
